==> /design/flow/design.v <==
module alu(
    input      [31:0] SrcAE,SrcBE,   
    input      [4:0]  ALUControlE,   
    input      [2:0]  funct3E,
    output reg [31:0] ALUResult,     
    output reg        CarryOut,      
    output reg        ZeroE          
);
    reg  [31:0]  ALU_Result;
    reg  [32:0]  tmp;
    always @ (*) begin
        tmp       = {1'b0, SrcAE} + {1'b0, SrcBE};
        CarryOut  = tmp[32];
    end
	always @ (*)  
	begin
	   case(funct3E)
	   3'b000:   ZeroE =  SrcAE == SrcBE;  
	   3'b001:   ZeroE =  SrcAE != SrcBE;  
	   3'b100:   ZeroE =  SrcAE < SrcBE;   
	   3'b101:   ZeroE =  SrcAE > SrcBE;   
	   3'b110:   ZeroE =  SrcAE < SrcBE;   
	   3'b111:   ZeroE =  SrcAE >= SrcBE;  
	   default : ZeroE =  0;
	   endcase
	end
    always @ (*)
    begin
        case(ALUControlE)
        5'b00000: ALU_Result =   SrcAE + SrcBE ;
        5'b00001: ALU_Result =   SrcAE - SrcBE ;
        5'b00010: ALU_Result =   SrcAE * SrcBE;
        5'b00011: ALU_Result =   SrcAE / SrcBE;
        5'b00100: ALU_Result =   SrcAE<< SrcBE;
        5'b00101: ALU_Result =   SrcAE>> SrcBE;
        5'b00110: ALU_Result =  {SrcAE[30:0],SrcAE[31]};
        5'b00111: ALU_Result =  {SrcAE[0],SrcAE[31:1]};
        5'b01000: ALU_Result =   SrcAE & SrcBE;
        5'b01001: ALU_Result =   SrcAE | SrcBE;
        5'b01010: ALU_Result =   SrcAE ^ SrcBE;
        5'b01011: ALU_Result = ~(SrcAE | SrcBE);
        5'b01100: ALU_Result = ~(SrcAE & SrcBE);
        5'b01101: ALU_Result = ~(SrcAE ^ SrcBE);
        5'b01110: ALU_Result =  (SrcAE > SrcBE)  ? 32'd1 : 32'd0 ;
        5'b01111: ALU_Result =  (SrcAE == SrcBE) ? 32'd1 : 32'd0 ;
        5'b10000: ALU_Result =   SrcBE;
        default:  ALU_Result =   SrcAE + SrcBE ;
        endcase
    end
	 always @(*) begin
	     ALUResult = ALU_Result;
	 end
endmodule
==> /design/flow/run.sh <==
#!/bin/bash
# OpenROAD 26Q1-2900-gdf79404cd8, Yosys 0.63+post, stock flow scripts
make -C /OpenROAD-flow-scripts/flow DESIGN_CONFIG=/design/flow/config.mk WORK_HOME=/design/flow/orfs finish
==> /design/flow/config.mk <==
export PLATFORM = sky130hd
export DESIGN_NAME = alu
export DESIGN_NICKNAME = alu
export VERILOG_FILES = /design/flow/design.v
export SDC_FILE = /design/flow/constraint.sdc
export NUM_CORES = 4
export LEC_CHECK = 1
export CORE_UTILIZATION = 30
==> /design/flow/constraint.sdc <==
current_design alu

set clk_period 252.4
set clk_io_pct 0.2

create_clock -name clk0 -period $clk_period

set non_clock_inputs [all_inputs -no_clocks]
set_input_delay [expr $clk_period * $clk_io_pct] -clock clk0 $non_clock_inputs
set_output_delay [expr $clk_period * $clk_io_pct] -clock clk0 [all_outputs]
==> results_dict.tcl <==
# yosys + openroad results
set metrics [dict create \
    chipArea_mm2 0.179 \
    top_cells_by_area "ha_1 (18%), fa_1 (15%), nand2_1 (6.2%)" \
    route.detailed.drc 0 \
    cp-startpoint "SrcBE[27]" \
    area_growth_pct 8.94 \
    fmax_ghz 0.00530 \
    fp_util_pct 30.2 \
    die.size.y_um 424 \
    crit_path_max_fanout 38 \
    grt_setup_unrepaired "no" \
    vias_per_cell 5.93 \
    antenna_found_initial 13 \
    first_global_vias 56342 \
    tool_warnings 100 \
    synth_cell_types 91 \
    crit_path_max_incr_delay_ps 1140 \
    status "finished clean" \
    cp_common_cell "ha_1" \
    end_kind "primary output" \
    syn_area_per_cell_um2 7.01 \
    hp-start "funct3E[1]" \
    peakVddDrop_uv 47.3 \
    synth_warnings 1 \
    track_usage_pct 32.4 \
    wl_per_cell_um 29.1 \
    die_w_um 424 \
    yosys_cells 7611 \
    ys_seq_share_pct 0 \
    gp_congestion 1.07 \
    maxSlewHeadroom_pct 7.66 \
    detail-route-antenna-nets 0 \
    power_uw 687 \
    nClkBuffers 0 \
    cp_top_family "AND-OR/OR-AND gates" \
    min_path_type "input port to primary output" \
    synth_area_mm2 0.0533 \
    routed_wl_um 290000 \
    maxCapViolCount 0 \
    intPower_uw 261 \
    numPortBuffers 106 \
    flops 0 \
    rows 154 \
    vias 59043 \
    power.leakage_nw 26.8 \
    swShare_pct 62.0 \
    critical_path_required_ps 201920 \
    coreArea_mm2 0.176 \
    final-instance-count-excl-fill 9955 \
    overflow 0 \
    finalSetupTns_ps 0 \
    top_cell_area_share_pct 17.6 \
    cp_slowest_cell "a221oi_1" \
    powerDensity_mw_per_mm2 11.8 \
    netlist_instances 7611 \
    post-place-ws_ps 66250 \
    ctsResizeCount 0 \
    post_cts_buffers 0 \
    synth-area-yosys_mm2 0.0533 \
    cp-start-kind "input port" \
    largest_area_cell "ha_1" \
    common_cells "nand2_1 (879), nor2_1 (812), ha_1 (750)" \
    switching_power_uw 426 \
    hold_viol_final 0 \
    grt_pass1_wl_um 412000 \
    dp.final_hpwl_um 228000 \
    maxSlewViolCount 0 \
    synth_top_cell_by_count "nand2_1" \
    placed_cells_incl_taps 9946 \
    worst_slack_ps 63880 \
    finalCritPeriodShare_pct 74.7 \
    grt_max_degree 88 \
    finalCriticalPeriod_ps 188520 \
    hold_buffers 0 \
    worst_slew_pin_slew_ps 1390 \
    crit_arrival_ps 138040 \
    worst-path-buf-inv 20 \
    drt-initial-drc-count 5616 \
    drive_gt1_share_pct 6.76 \
    regArea_um2 0 \
    firstDrtPassIters 18 \
    crit_type "input port to primary output" \
    setup_viol_count_final 0 \
    io_pins 106 \
]
[cells by family after synthesis]
family                   share of synthesized area [%]
AND/OR/NAND/NOR                                   22.6
multiplexers                                      3.84
buffers and inverters                             7.62
AND-OR/OR-AND                                     25.4
adder cells (fa/ha/maj)                           33.0
XOR/XNOR                                          7.60
[routing by layer]
layer	wire (um)	GRT usage [%]	vias up
li1	-	-	26851
met4	20600	18.3	6
met1	119000	43.1	28535
met5	43	0.0806	-
met3	26700	7.46	700
met2	124000	48.6	2951
[stage by stage]
step                util (%)  area [um^2]  hold WS, ps
floorplan                  -        53300       101100
global placement        32.9        58100       102000
detailed placement      32.9        58100       102000
CTS                     32.9        58100       102010
global route            32.9        58100       102060
finish                  33.0        58100       102000
[placed cells by master (no fill, tap or decap), types with 152 or more instances in the layout]
| master | instances |
|---|---|
| nand2_1 | 879 |
| nor2_1 | 810 |
| ha_1 | 750 |
| o21ai_0 | 387 |
| o21a_1 | 152 |
| buf_4 | 272 |
| nor3_1 | 202 |
| xor2_1 | 157 |
| xnor2_1 | 304 |
| a21oi_1 | 579 |
| a21o_1 | 163 |
| nand3_1 | 161 |
| fa_1 | 410 |
| inv_1 | 674 |
[path summary, 6_finish.rpt]
path	end	cells after the start
worst min-delay path	ZeroE	4
worst max-delay path	ALUResult[0]	294
[cell type report]
class | count | area (um^2)
multi-input combinational | 6532 | 49400
inverter | 696 | 2620
antenna | 9 | 22.5
tap | 2340 | 2930
fill | 18663 | 118000
timing repair buffer | 378 | 3100
