--- flow/run.sh ---
#!/bin/bash
# OpenROAD 26Q1-2900-gdf79404cd8, Yosys 0.63+post, stock flow scripts
make -C /OpenROAD-flow-scripts/flow DESIGN_CONFIG=/design/flow/config.mk WORK_HOME=/design/flow/orfs finish
--- flow/config.mk ---
export PLATFORM = sky130hd
export DESIGN_NAME = Data_Memory
export DESIGN_NICKNAME = Data_Memory
export VERILOG_FILES = /design/flow/design.v
export SDC_FILE = /design/flow/constraint.sdc
export NUM_CORES = 4
export LEC_CHECK = 1
export CORE_UTILIZATION = 40
export SYNTH_MEMORY_MAX_BITS = 65536
--- flow/constraint.sdc ---
current_design Data_Memory

set clk_period 43.2
set clk_io_pct 0.2

create_clock -name clk0 -period $clk_period [get_ports {clk}]

set non_clock_inputs [all_inputs -no_clocks]
set_input_delay [expr $clk_period * $clk_io_pct] -clock clk0 $non_clock_inputs
set_output_delay [expr $clk_period * $clk_io_pct] -clock clk0 [all_outputs]
--- flow/design.v ---
`timescale 1ns/1ps
module Data_Memory (
    input      [31:0] WriteDataM,
    input      [31:0] ALUResultM,
    input             clk,
    input             MemWriteM,
    input             rst,
    output reg [31:0] ReadData,
    output reg [31:0] DM0
);
    reg [31:0] Data_Mem [255:0];    
    integer i;
    always @(*) begin                      
        ReadData = Data_Mem[ALUResultM];
    end
    always @(posedge clk) begin
        if (rst) begin
            for(i = 0; i < 255;i = i + 1) begin
                Data_Mem[i] <= 32'd0;
            end
        end else if (MemWriteM) begin
            Data_Mem[ALUResultM] <= WriteDataM; 
        end
    end    
endmodule
==> impl_metrics.ini <==
; yosys + openroad results
[clocking]
clock_sinks = 8192
postCtsHoldBufs = 0
cts_tree = yes
cts_resized = 0
post-cts-setup-buffers = 0
clk_path_buf_depth = 4
cts_buffers = 849
path_clk_slew_ns = 0.06
htree_num_levels = 6
cts-root-buf = clkbuf_16

[worst_hold_path]
hold_class = input pin to flip-flop

[sta]
setup_viol = 0
fin_ws_ns = 17.50
worst_slew_pin_slew_ns = 1.13
slew-limit-headroom_pct = 23.7
maxSlewViolCount = 0
tns_ns = 0
hold_ws_ns = 7.91
finalClockPeriodUsage_pct = 59.5
rsz0062_at_grt = no
max_freq_mhz = 38.9
finalHoldViolCount = 0
period_needed_ns = 25.70

[synthesis]
synth-seq-cells = 8192
ys_seq_share_pct = 66.9
ys_area_um2 = 368000
syn_area_um2 = 368000
netlist_instances = 23200
yosysWarnings = 33
ys_cells = 23200
avgSynthCellArea_um2 = 15.9
yosysUniqueCellTypes = 23

[setup_path]
worst_ep_arrival_time_ns = 17.06
start_kind = input pin
crit_start = ALUResultM[1]
cpPeakStageDelay_ns = 1.00
cp_slowest_cell = o41ai_2
cp-end-kind = output pin
cp-endpoint = ReadData[13]
critPathRequiredTime_ns = 34.56
path_max_fanout = 74
crit_chain = buf_16 -> buf_4 -> buf_4 -> buf_4 -> buf_4 -> buf_4 -> buf_4 -> buf_4 -> mux4_2 -> a22oi_1 -> a21oi_1 -> buf_4 -> o41ai_2 -> buf_4 -> nand4_1 -> clkdlybuf4s50_1
path_delay_family = buffers and inverters
crit_buf_inv = 11
crit_top_cell = buf_4
path_depth = 16
worstSetupPathType = input pin to output pin

[place]
dpl.hpwl_mm = 667
port_buffers = 74
place_congestion = 0.903
place_ws_ns = 17.58

[global_route]
grt_pass1_vias = 211000
grt_max_degree = 81
overflow = 0
grt_antenna_before_repair = 57
grt_pass1_wl_mm = 1570
grt_usage_pct = 26.2

[floorplan]
io_pins = 131
core_area_um2 = 915000
fp_util_pct = 40.2
die_w_um = 961
die_area_um2 = 924000
row_count = 351
die.size.y_um = 961

[cells_and_area]
drive_above_1_share_pct = 21.1
area_growth_pct = 11.6
largest_register = Data_Mem
nFillCells = 77000
top_regs = Data_Mem (8192)
fin_util_pct = 44.9
largest_reg_flops = 8192

[job]
warning_count = 50
max_cap_violations = 0

[drt]
ant_nets = 0
viasPerCell = 5.47
drtIter0Drc = 11800
wl_mm = 1110
drc = 0
routedWlPerCell_um = 31.2
via_count = 195000
first_pass_iters = 6

[pwr]
powerDensity_nw_per_um2 = 42.5
ir_worst_vdd_uv = 40.0
finalPower_uw = 17500
leakagePower_uw = 0.139

[status]
status = completed
[cells by family after synthesis]
logic type      after synthesis  synth area share, %
mux                        2048                 12.5
compound gates             1664                 3.09
flops                      8192                 66.9
buf+inv                    2514                 2.79
simple gates               8768                 14.7
other cells                   1              0.00102
[layer usage]
layer,vias to the layer above,track usage [%],share of wire [%],wire length [µm]
met2,10400,37.5,45,504000
met1,97700,30.2,31,350000
met5,-,1.44,0.19,2140
met3,1978,19.5,17,191000
li1,85000,-,-,-
met4,66,11.5,5.9,65900
[metrics by stage]
stage          area [µm²]  cells
2_1_floorplan      368000  23200
3_3_place_gp       385000  34100
3_5_place_dp       385000  34100
4_1_cts            411000  35700
5_1_grt            411000  35700
6_report           411000  35700
[report_power, final]
| group | switching (µW) | internal, µW |
|---|---|---|
| clock network | 3130 | 3820 |
| logic | 860 | 443 |
| registers | 92.7 | 9120 |
[cell usage after synthesis, drive strengths merged]
cell,n,share of area [%]
edfxtp,8192,67
and2,8163,14
clkbuf,2123,2.2
mux4,2048,13
a22oi,1024,2.1
a21oi,512,0.70
buf,391,0.63
or2,257,0.44
nor2,254,0.26
o41ai,128,0.30
nand4,36,0.061
nand2,25,0.026
nand3,15,0.020
nor2b,8,0.014
nor3,5,0.0068
nand2b,3,0.0051
and2b,1,0.0020
conb,1,0.0010
nor4b,1,0.0041
[worst min-delay path by stage]
stage,start,end,slack [ns],cells past startpoint
after CTS,WriteDataM[28],Data_Mem[109][28],7.82,2
final,WriteDataM[28],Data_Mem[100][28],7.91,2
after global routing,WriteDataM[8],Data_Mem[255][8],7.87,1
[cell usage in the layout, fill, tap and decap left out, types with 120 or more instances in the layout]
master     instances
a21oi_1          510
a22oi_1         1024
and2_1          8161
buf_4           1154
clkbuf_1         208
clkbuf_16        856
clkinv_1         258
clkinv_2         120
edfxtp_1        8192
mux4_2          2048
nor2_2           250
or2_2            256
[cell type report]
cell class | count | area [µm²] | area share [%]
Timing Repair Buffer | 1241 | 9860 | 2.40
Sequential cell | 8192 | 246000 | 59.9
Clock buffer | 1064 | 22200 | 5.41
Tap cell | 12200 | 15200 | 3.71
Antenna cell | 45 | 113 | 0.0274
Clock inverter | 471 | 3730 | 0.908
Multi-Input combinational cell | 12500 | 113000 | 27.6
